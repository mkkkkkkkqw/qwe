==> ./design.v <==
module RS (
    input wire clk,
    input wire rst,
    input wire rdy,
    input wire rollback,
    output reg rs_nxt_full,
    input wire issue,
    input wire [3:0] issue_rob_pos,
    input wire [6:0] issue_opcode,
    input wire [2:0] issue_funct3,
    input wire issue_funct7,
    input wire [31:0] issue_rs1_val,
    input wire [4:0] issue_rs1_rob_id,
    input wire [31:0] issue_rs2_val,
    input wire [4:0] issue_rs2_rob_id,
    input wire [31:0] issue_imm,
    input wire [31:0] issue_pc,
    output reg alu_en,
    output reg [6:0] alu_opcode,
    output reg [2:0] alu_funct3,
    output reg alu_funct7,
    output reg [31:0] alu_val1,
    output reg [31:0] alu_val2,
    output reg [31:0] alu_imm,
    output reg [31:0] alu_pc,
    output reg [3:0] alu_rob_pos,
    input wire alu_result,
    input wire [3:0] alu_result_rob_pos,
    input wire [31:0] alu_result_val,
    input wire lsb_result,
    input wire [3:0] lsb_result_rob_pos,
    input wire [31:0] lsb_result_val
);
    integer i;
    reg busy [16-1:0];
    reg [3:0] rob_pos [16-1:0];
    reg [6:0] opcode [16-1:0];
    reg [2:0] funct3 [16-1:0];
    reg funct7 [16-1:0];
    reg [4:0] rs1_rob_id [16-1:0];
    reg [31:0] rs1_val [16-1:0];
    reg [4:0] rs2_rob_id [16-1:0];
    reg [31:0] rs2_val [16-1:0];
    reg [31:0] pc [16-1:0];
    reg [31:0] imm [16-1:0];
    reg ready [16-1:0];
    reg [4:0] ready_pos, free_pos;
    reg [4:0] empty_count;
    always @(*) begin
        free_pos = 5'd16;
        ready_pos = 5'd16;
        empty_count = 0;
        rs_nxt_full = 1;
        for (i = 0; i < 16; i = i + 1) begin
            ready[i] = 0;
            if (!busy[i]) begin
                free_pos = i;
                empty_count = empty_count + 1;
            end
            if (busy[i] && rs1_rob_id[i][4] == 0 && rs2_rob_id[i][4] == 0) begin
                ready[i]  = 1;
                ready_pos = i;
            end
        end
        if(!(issue && empty_count - 1 == 0)) rs_nxt_full = 0;
    end
    always @(posedge clk) begin
        if (rst || rollback) begin
            for (i = 0; i < 16; i = i + 1) begin
                busy[i] <= 0;
            end
            alu_en <= 0;
        end else if (rdy) begin
            if (alu_result)begin
                for (i = 0; i < 16; i = i + 1) begin
                    if (rs1_rob_id[i] == {1'b1, alu_result_rob_pos}) begin
                        rs1_rob_id[i] <= 0;
                        rs1_val[i] <= alu_result_val;
                    end
                    if (rs2_rob_id[i] == {1'b1, alu_result_rob_pos}) begin
                        rs2_rob_id[i] <= 0;
                        rs2_val[i] <= alu_result_val;
                    end
                end
            end
            if (lsb_result)begin
                for (i = 0; i < 16; i = i + 1) begin
                    if (rs1_rob_id[i] == {1'b1, lsb_result_rob_pos}) begin
                        rs1_rob_id[i] <= 0;
                        rs1_val[i] <= lsb_result_val;
                    end
                    if (rs2_rob_id[i] == {1'b1, lsb_result_rob_pos}) begin
                        rs2_rob_id[i] <= 0;
                        rs2_val[i] <= lsb_result_val;
                    end
                end
            end
            if (issue) begin
                busy[free_pos] <= 1;
                opcode[free_pos] <= issue_opcode;
                funct3[free_pos] <= issue_funct3;
                funct7[free_pos] <= issue_funct7;
                rs1_rob_id[free_pos] <= issue_rs1_rob_id;
                rs1_val[free_pos] <= issue_rs1_val;
                rs2_rob_id[free_pos] <= issue_rs2_rob_id;
                rs2_val[free_pos] <= issue_rs2_val;
                pc[free_pos] <= issue_pc;
                imm[free_pos] <= issue_imm;
                rob_pos[free_pos] <= issue_rob_pos;
            end
            alu_en <= 0;
            if (ready_pos != 5'd16) begin
                alu_en <= 1;
                alu_opcode <= opcode[ready_pos];
                alu_funct3 <= funct3[ready_pos];
                alu_funct7 <= funct7[ready_pos];
                alu_val1 <= rs1_val[ready_pos];
                alu_val2 <= rs2_val[ready_pos];
                alu_imm <= imm[ready_pos];
                alu_pc <= pc[ready_pos];
                alu_rob_pos <= rob_pos[ready_pos];
                busy[ready_pos] <= 0;
            end
        end
    end
endmodule
==> ./run.sh <==
#!/bin/bash
# OpenROAD 26Q1-2900-gdf79404cd8, Yosys 0.63+post, stock flow scripts
make -C /OpenROAD-flow-scripts/flow DESIGN_CONFIG=/design/flow/config.mk WORK_HOME=/design/flow/orfs finish
==> ./config.mk <==
export PLATFORM = sky130hd
export DESIGN_NAME = RS
export DESIGN_NICKNAME = RS
export VERILOG_FILES = /design/flow/design.v
export SDC_FILE = /design/flow/constraint.sdc
export NUM_CORES = 4
export LEC_CHECK = 1
export CORE_UTILIZATION = 50
==> ./constraint.sdc <==
current_design RS

set clk_period 102.5
set clk_io_pct 0.2

create_clock -name clk0 -period $clk_period [get_ports {clk}]

set non_clock_inputs [all_inputs -no_clocks]
set_input_delay [expr $clk_period * $clk_io_pct] -clock clk0 $non_clock_inputs
set_output_delay [expr $clk_period * $clk_io_pct] -clock clk0 [all_outputs]
==> impl_metrics.sql <==
-- metrics for the results database
INSERT INTO impl_metrics (metric_group, metric, value, unit) VALUES
('clock_tree', 'tritoncts_clock_tree', 'done', ''),
('final_timing', 'period_minus_slack', '42260', 'ps'),
('setup_path', 'setup.worst_path.start_class', 'input port', ''),
('clock_tree', 'number_of_clock_buffers_inserted_by_tritoncts', '302', ''),
('power_and_ir_drop', 'power_switching_share', '21.37', '%'),
('setup_path', 'critical_path_capture_point', 'rs_nxt_full', ''),
('global_routing', 'grt_antenna_before_repair', '60', ''),
('final_timing', 'grt_setup_unrepaired', 'false', ''),
('final_timing', 'final.setup_skew', '70.12', 'ps'),
('run_status', 'status', 'finished clean', ''),
('synth', 'synth.top_cells.by_area', 'edfxtp_1, mux2i_1, nand2_1', ''),
('power_and_ir_drop', 'comb_power_share', '3.8', '%'),
('setup_path', 'timing.critical_path.slowest_cell_delay', '530', 'ps'),
('synth', 'yosysCellCount', '10625', ''),
('floorplan', 'die_h', '501.4', 'µm'),
('global_routing', 'grt_pass1_wl', '631300', 'µm'),
('setup_path', 'worst_ep_arrival_time', '21760', 'ps'),
('setup_path', 'worstSetupEndpointType', 'output pin', ''),
('global_routing', 'grt_usage', '38.63', '%'),
('layout', 'fillCellCount', '19288', ''),
('clock_tree', 'holdBufCountCts', '0', ''),
('flow_run', 'cap_viol_max_count', '0', ''),
('route', 'postRouteWirelength', '443700', 'µm'),
('clock_tree', 'cts_h_tree_depth', '5', ''),
('synth', 'postSynth.topFlopCell', 'edfxtp_1', ''),
('setup_path', 'reg2reg_depth', '12', ''),
('route', 'dr.first_iter.drc_count', '7063', ''),
('clock_tree', 'deepest_clock_path_buffer_count', '4', ''),
('floorplan', 'floorplanUtilization', '50.52', '%'),
('global_routing', 'largest_net_degree_at_the_start_of_global_routing', '98', ''),
('layout', 'flow.area_growth_from_synthesis', '12.55', '%'),
('placed_design', 'dp_cells', '13542', ''),
('clock_tree', 'cts_root_buf', 'clkbuf_16', ''),
('hold_path', 'hold_class', 'reg2reg', ''),
('global_routing', 'grt.met2_usage', '54.43', '%'),
('global_routing', 'use_met1', '48.40', '%'),
('placed_design', 'place_congestion', '0.9303', ''),
('global_routing', 'grt_pass1_vias', '90395', ''),
('power_and_ir_drop', 'leakage', '43.17', 'nW'),
('route', 'via_count', '89970', ''),
('hold_path', 'timing.hold.worst_path_depth', '1', ''),
('flow_run', 'stage_log_warnings', '28', ''),
('synth', 'edf_count', '2591', ''),
('setup_path', 'critPathSlowestCell', 'clkdlybuf4s50_1', ''),
('synth', 'fraction_of_registers_with_async_set_reset', '0', '%'),
('global_routing', 'globalRoute.busiestLayer', 'met2', ''),
('layout', 'final_layout_top_logic_cell', 'edfxtp_1', ''),
('power_and_ir_drop', 'p_per_area', '15.97', 'nW/µm²'),
('clock_tree', 'post_cts_resized', '0', ''),
('final_timing', 'timing.hold.ws', '511.9', 'ps'),
('setup_path', 'r2r-start', 'busy[13]', ''),
('setup_path', 'critical_path.reg2reg.endpoint', 'alu_pc[8]', ''),
('setup_path', 'crit_chain', 'clkdlybuf4s50_1, nand2_1, nor3_1, clkdlybuf4s50_1', ''),
('floorplan', 'fp-row-count', '182', ''),
('clock_tree', 'cts_sinks', '2608', ''),
('final_timing', 'min_period_over_period', '41.23', '%'),
('synth', 'postSynthAreaPerCell', '11.74', 'µm²'),
('setup_path', 'timing.critical_path.required', '82000', 'ps'),
('final_timing', 'achievable-frequency', '23.66', 'MHz'),
('setup_path', 'critPathKind', 'in2out', ''),
('synth', 'synth_top_cell_by_area', 'edfxtp_1', ''),
('layout', 'layout.cells.most_common_list', 'edfxtp_1, nand2_1, o21ai_0', ''),
('route', 'post_drt_wl_per_cell', '31.55', 'µm'),
('synth', 'yosys.cell_types.count', '68', ''),
('layout', 'layout-drive-gt1-share', '7.999', '%'),
('route', 'ant_nets', '0', ''),
('synth', 'yosys_warnings', '2', ''),
('power_and_ir_drop', 'netSwitchingPower', '0.0004789', 'W'),
('setup_path', 'critical_path.max_fanout', '3', ''),
('setup_path', 'reg2reg_slack', '95880', 'ps'),
('power_and_ir_drop', 'clockPowerShare', '43.8', '%');
==> power by group through the flow <==
| stage | Sequential [W] | Clock, W | Combinational, W |
|---|---|---|---|
| finish | 0.00117 | 0.000982 | 0.0000855 |
| global route | 0.00117 | 0.00103 | 0.0000916 |
| CTS | 0.00117 | 0.000992 | 0.0000839 |
==> cells by family after synthesis <==
family                     synth area share [%]
and+or+nand+nor                           9.947
muxes                                     9.017
AOI/OAI and AO/OA                         12.45
adders and majority gates                0.1505
DFF                                       62.66
buffers and inverters                     3.514
xor gates and xnor gates                  2.256
==> critical path: cells and delay by family <==
family                 cells  cell delay, ps
and+or+nand+nor            2             220
buffers and inverters      2            1030
==> synthesized netlist by cell type (all sizes together), types with 36 or more instances <==
| master | count |
|---|---|
| a21oi | 248 |
| a31oi | 233 |
| a41oi | 66 |
| or4 | 105 |
| o311ai | 77 |
| mux2i | 1120 |
| and2 | 73 |
| nor3 | 87 |
| clkbuf | 1018 |
| nor4 | 53 |
| nor2 | 212 |
| or3 | 53 |
| o22ai | 108 |
| o21ai | 1341 |
| a211o | 38 |
| buf | 109 |
| nand2 | 1993 |
| and3 | 96 |
| xnor2 | 126 |
| o221ai | 308 |
| nand3b | 37 |
| xor2 | 166 |
| nand3 | 70 |
| a32oi | 36 |
| edfxtp | 2591 |
| o21a | 40 |
==> registers in the layout, indices dropped and copies added (netlist names), 64 cells and up <==
signal and cells:
imm 512, pc 512, rs1_val 512, rs2_val 512, opcode 112, rs1_rob_id 80
rs2_rob_id 80, rob_pos 64
==> metal layers <==
layer	wire, µm	share of wire, %
met1	148100	33
met2	199400	45
met3	71920	16
met4	23530	5.3
met5	770	0.17
==> per-stage QoR <==
stage	instance area [µm²]	setup WS (ps)	total power (W)
3_5_place_dp	131600	60220	0.001280
4_1_cts	140300	60220	0.002249
5_1_grt	140300	60140	0.002295
6_report	140400	60240	0.002241
2_1_floorplan	124700	61410	0.001241
3_3_place_gp	131600	60150	0.001277
==> cell type report <==
cell class,instances,share of cell area [%]
Sequential cell,2608,55.68
Multi-Input combinational cell,6861,30.37
Clock buffer,380,5.638
Timing Repair Buffer,732,4.619
Tap cell,3312,2.952
Clock inverter,116,0.5500
Inverter,29,0.1489
Antenna cell,26,0.04636
==> worst min-delay path by stage <==
| stage | startpoint | to |
|---|---|---|
| 4_1_cts | alu_en | alu_en |
| 5_1_grt | alu_en | alu_en |
| 6_report | alu_en | alu_en |
Power figures rest on the tool's default switching activity, not on a simulated workload.

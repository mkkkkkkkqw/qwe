**design.v**
```verilog
module ROB (
    input wire clk,
    input wire rst,
    input wire rdy,
    output wire rob_nxt_full,
    output reg rollback,
    output reg if_set_pc_en,
    output reg [31:0] if_set_pc,
    input wire issue,
    input wire [4:0] issue_rd,
    input wire [6:0] issue_opcode,
    input wire [31:0] issue_pc,
    input wire issue_pred_jump,
    input wire issue_is_ready,
    output wire [3:0] head_rob_pos,
    output reg [3:0] commit_rob_pos,
    output reg reg_write,
    output reg [4:0] reg_rd,
    output reg [31:0] reg_val,
    output reg lsb_store,
    output reg commit_br,
    output reg commit_br_jump,
    output reg [31:0] commit_br_pc,
    input wire alu_result,
    input wire [3:0] alu_result_rob_pos,
    input wire [31:0] alu_result_val,
    input wire alu_result_jump,
    input wire [31:0] alu_result_pc,
    input wire lsb_result,
    input wire [3:0] lsb_result_rob_pos,
    input wire [31:0] lsb_result_val,
    input  wire [3:0] rs1_pos,
    output wire rs1_ready,
    output wire [31:0] rs1_val,
    input  wire [3:0] rs2_pos,
    output wire rs2_ready,
    output wire [31:0] rs2_val,
    output wire [3:0] nxt_rob_pos
);
    reg ready [16-1:0];
    reg [4:0] rd [16-1:0];
    reg [31:0] val [16-1:0];
    reg [31:0] pc [16-1:0];
    reg [6:0] opcode [16-1:0];
    reg pred_jump [16-1:0];
    reg res_jump [16-1:0];
    reg [31:0] res_pc [16-1:0];
    reg [3:0] head, tail;
    reg empty;
    wire commit = !empty && ready[head];
    wire [3:0] nxt_head = head + commit;
    wire [3:0] nxt_tail = tail + issue;
    assign nxt_rob_pos = tail;
    wire nxt_empty = (nxt_head == nxt_tail && (empty || commit && !issue));
    assign rob_nxt_full = (nxt_head == nxt_tail && !nxt_empty);
    assign head_rob_pos = head;
    assign rs1_ready = ready[rs1_pos];
    assign rs1_val = val[rs1_pos];
    assign rs2_ready = ready[rs2_pos];
    assign rs2_val = val[rs2_pos];
    integer i;
    always @(posedge clk) begin
        if (rst || rollback) begin
            head <= 0;
            tail <= 0;
            empty <= 1;
            rollback <= 0;
            if_set_pc_en <= 0;
            if_set_pc <= 0;
            for (i = 0; i < 16; i = i + 1) begin
                ready[i] <= 0;
                rd[i] <= 0;
                val[i] <= 0;
                pc[i] <= 0;
                opcode[i] <= 0;
                pred_jump[i] <= 0;
                res_jump[i] <= 0;
                res_pc[i] <= 0;
            end
            reg_write <= 0;
            lsb_store <= 0;
            commit_br <= 0;
        end else if (rdy) begin
            empty <= nxt_empty;
            if (issue) begin
                rd[tail] <= issue_rd;
                opcode[tail] <= issue_opcode;
                pc[tail] <= issue_pc;
                pred_jump[tail] <= issue_pred_jump;
                ready[tail] <= issue_is_ready;
                tail <= tail + 1'b1;
            end
            if (alu_result) begin
                val[alu_result_rob_pos] <= alu_result_val;
                ready[alu_result_rob_pos] <= 1;
                res_jump[alu_result_rob_pos] <= alu_result_jump;
                res_pc[alu_result_rob_pos] <= alu_result_pc;
            end
            if (lsb_result) begin
                val[lsb_result_rob_pos] <= lsb_result_val;
                ready[lsb_result_rob_pos] <= 1;
            end
            reg_write <= 0;
            lsb_store <= 0;
            commit_br <= 0;
            reg_write <= 0;
            if (commit) begin
                commit_rob_pos <= head;
                if (opcode[head] == 7'b0100011) begin
                    lsb_store <= 1;
                end else if (opcode[head] != 7'b1100011) begin
                    reg_write <= 1;
                    reg_rd <= rd[head];
                    reg_val <= val[head];
                end
                if (opcode[head] == 7'b1100011) begin
                    commit_br <= 1;
                    commit_br_jump <= res_jump[head];
                    commit_br_pc <= pc[head];
                    if (pred_jump[head] != res_jump[head]) begin
                        rollback <= 1;
                        if_set_pc_en <= 1;
                        if_set_pc <= res_pc[head];
                    end
                end
                if (opcode[head] == 7'b1100111) begin
                    if (pred_jump[head] != res_jump[head]) begin
                        rollback <= 1;
                        if_set_pc_en <= 1;
                        if_set_pc <= res_pc[head];
                    end
                end
                head <= head + 1'b1;
            end
        end
    end
endmodule
```
**config.mk**
```make
export PLATFORM = sky130hd
export DESIGN_NAME = ROB
export DESIGN_NICKNAME = ROB
export VERILOG_FILES = /design/flow/design.v
export SDC_FILE = /design/flow/constraint.sdc
export NUM_CORES = 4
export LEC_CHECK = 1
export CORE_UTILIZATION = 40
```
**constraint.sdc**
```tcl
current_design ROB

set clk_period 38.6
set clk_io_pct 0.2

create_clock -name clk0 -period $clk_period [get_ports {clk}]

set non_clock_inputs [all_inputs -no_clocks]
set_input_delay [expr $clk_period * $clk_io_pct] -clock clk0 $non_clock_inputs
set_output_delay [expr $clk_period * $clk_io_pct] -clock clk0 [all_outputs]
```
**run.sh**
```bash
#!/bin/bash
# OpenROAD 26Q1-2900-gdf79404cd8, Yosys 0.63+post, stock flow scripts
make -C /OpenROAD-flow-scripts/flow DESIGN_CONFIG=/design/flow/config.mk WORK_HOME=/design/flow/orfs finish
```
==> results_dict.tcl <==
# metrics dict for downstream scripts
set metrics [dict create \
    wire_per_inst_um 32.9 \
    grt_use_met1_pct 34.5 \
    grt_pass1_vias 62700 \
    fin_tns_setup_ns 0 \
    outcome "finished clean" \
    ys_top_cells_by_count "edfxtp_1 (1,834), and2_1 (889), mux4_2 (613), clkbuf_1 (598), a22o_1 (509)" \
    ctsResizeCount 0 \
    maxCapViolCount 0 \
    warnings 32 \
    yosys_warnings 1 \
    setup_viol 0 \
    cts_root_buf "clkbuf_16" \
    insertion_delay_ns 0.88 \
    holdWs_ns 0.460 \
    synth-seq-cells 1900 \
    grtUsageTotal_pct 29.1 \
    dpl_cell_area_um2 101000 \
    path_buffers 4 \
    grt_max_degree 136 \
    dr.pass1.iters 5 \
    drc_errors 0 \
    dieArea_um2 238000 \
    hold_buffers 0 \
    yosysTopAreaCell "edfxtp_1" \
    cts_tree "built" \
    vias 59300 \
    power.density_nw_per_um2 43.7 \
    coreArea_um2 235000 \
    critical_path.max_stage_delay_ns 0.67 \
    path_cells "buf_8 -> buf_4 -> buf_4 -> mux4_2 -> mux4_2 -> clkdlybuf4s50_1" \
    crit_family "buffers and inverters" \
    fp_util_pct 40.2 \
    h-tree-depth 4 \
    dp_hpwl_um 176000 \
    yosys-stat-cells 6326 \
    min_path_type "register to register" \
    ff_type "edfxtp_1" \
    via_per_inst 6.13 \
    die_h_um 488 \
    drt_iter0_markers 3800 \
    post-cts-setup-buffers 0 \
    cp.required_ns 30.88 \
    synth_top_cell_by_count "edfxtp_1" \
    finalMaxSlewViolations 0 \
    rows 178 \
    use_met3_pct 21.9 \
    async_flop_share_pct 0 \
    critPathSlowestCell "clkdlybuf4s50_1" \
    worstMarginPinSlew_ns 1.02 \
    io_pins 351 \
    netlist.area_leader.share_pct 58.3 \
    cts_sinks 1900 \
    crit_type "input pin to output pin" \
    postLayoutCellArea_um2 108000 \
    die_x_um 488 \
    grt_pass1_wl_um 453000 \
    clock_skew_ns 0.0462 \
    numCtsBuffers 204 \
    synth_area_um2 94500 \
    ys_types 65 \
    antenna_found_initial 63 \
    postSynthCellCount 6326 \
    cp.depth 6 \
    slew_headroom_pct 31.8 \
    drive_above_1_share_pct 20.2 \
    ys_seq_share_pct 59.7 \
    critPathCaptureType "output pin" \
    edf_count 1834 \
    clock_path_buffers 3 \
    ant_nets 0 \
    finalPower_mw 4.72 \
    fillers 19800 \
    met2_usage_pct 40.5 \
    io_buffers 350 \
    power_leakage_nw 37.0 \
    critPathLaunchType "input pin" \
    areaGrowthSynthToFinish_pct 14.2 \
    topCellsByArea "edfxtp_1 (58%), mux4_2 (15%), and2_1 (5.9%), a22o_1 (4.7%), mux2i_1 (2.6%)" \
    rsz0062_at_grt "no" \
    ys_chip_area_um2 94500 \
    wl_um 319000 \
    r2r_cells 9 \
    gp_congestion 0.930 \
    hold_depth 2 \
    synth_area_per_cell_um2 14.9 \
    hold_viol 0 \
    ir_worst_vdd_v 0.0000384 \
    period_used_pct 48.8 \
    arrival_ns 11.12 \
    busiest_layer "met2" \
    fmax_mhz 53.1 \
    fin_crit_ns 18.84 \
    grt_overflow 0 \
    clkSlewWorstSetupHoldPaths_ns 0.06 \
    path_max_fanout 38 \
]
## logic make-up after synthesis
kind of cell	share of synthesized area [%]
XOR/XNOR	0.130
adder cells (fa/ha/maj)	0.119
buffers and inverters	3.21
AND-OR/OR-AND	8.05
AND/OR/NAND/NOR	10.6
multiplexers	18.2
flip-flops	59.7
## flip-flops by register name, indices dropped and copies added (netlist names), named ones only
| signal | count |
|---|---|
| res_pc | 512 |
| reg_write | 1 |
| empty | 1 |
| pred_jump | 16 |
| commit_br | 1 |
| commit_br_pc | 32 |
| commit_br_jump | 1 |
| ready | 16 |
| pc | 512 |
| tail | 4 |
| opcode | 112 |
| val | 512 |
| commit_rob_pos | 4 |
| head | 4 |
| lsb_store | 1 |
| res_jump | 16 |
| reg_rd | 5 |
| reg_val | 32 |
| rd | 80 |
## worst min-delay path, delay by kind of cell, from the launching register on
family,cells,cell delay [ns]
muxes,1,0.05
and+or+nand+nor,1,0.05
DFF,1,0.31
## cell usage in the layout (no fill, tap or decap), types with 8 or more instances in the layout
cell,n
a211oi_1,30
a21oi_1,80
a221oi_1,69
a22o_1,509
a22oi_1,72
a311o_1,28
and2_1,887
and3_1,363
buf_4,199
bufinv_16,22
clkbuf_1,42
clkbuf_16,205
clkdlybuf4s50_1,342
clkinv_1,44
clkinv_2,38
dfxtp_1,58
dfxtp_4,8
diode_2,35
edfxtp_1,1834
ha_1,9
inv_1,10
inv_6,8
mux2_2,69
mux2i_1,242
mux4_1,9
mux4_2,613
nand2_1,231
nand2_2,28
nand3_1,15
nor2_1,29
nor2_4,49
nor2b_1,35
nor3_1,9
nor3_2,9
o211ai_1,15
o21ai_0,148
o21ai_4,12
xnor2_1,10
## where the power goes
part           leakage (nW)  switching [mW]  internal, mW
clock                  3.22           0.838          1.12
combinational          15.2           0.206         0.153
sequential             18.5          0.0434          2.35
## path summary, 6_finish.rpt
check / slack (ns) / to / from
worst max-delay path: 19.76 / rs1_val[0] / rs1_pos[0]
worst max register to register: 33.90 / reg_val[17]$_DFFE_PP_ / head[0]$_SDFFE_PP0N_
worst min-delay path: 0.46 / register / register
worst min register to register: 0.46 / register / register
## metrics by stage
stage,instances,setup WS (ns),util [%]
2_1_floorplan,6326,21.12,-
3_3_place_gp,9264,19.75,43.1
3_5_place_dp,9264,19.71,43.1
4_1_cts,9639,19.70,45.9
5_1_grt,9665,19.54,45.9
6_report,9674,19.76,45.9
## routing by layer
| metal | part of all wire, % | vias to the layer above |
|---|---|---|
| li1 | - | 24900 |
| met1 | 32 | 29200 |
| met2 | 45 | 4372 |
| met3 | 18 | 811 |
| met4 | 4.7 | 66 |
| met5 | 0.32 | - |
## layout make-up
class                      count  area (um^2)  share of cell area [%]
antenna                       35         87.6                  0.0812
inverter                      11         41.3                  0.0383
tap                         3150         3940                    3.65
multi-input combinational   3654        35800                    33.2
sequential                  1900        56400                    52.3
clock inverter               126         1270                    1.18
clock buffer                 249         5320                    4.93
timing repair buffer         549         5020                    4.65
Power and IR drop assume default switching activity.
